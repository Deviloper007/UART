**flow/run.sh**
```bash
#!/bin/bash
# OpenROAD 26Q1-2900-gdf79404cd8, Yosys 0.63+post, stock flow scripts
make -C /OpenROAD-flow-scripts/flow DESIGN_CONFIG=/design/flow/config.mk WORK_HOME=/design/flow/orfs finish
```
**flow/config.mk**
```make
export PLATFORM = sky130hd
export DESIGN_NAME = uart_tx
export DESIGN_NICKNAME = uart_tx
export VERILOG_FILES = /design/flow/design.v
export SDC_FILE = /design/flow/constraint.sdc
export NUM_CORES = 4
export LEC_CHECK = 1
export CORE_AREA = 10 10 94 94
export DIE_AREA = 0 0 104 104
```
**flow/constraint.sdc**
```tcl
current_design uart_tx

set clk_period 2.7
set clk_io_pct 0.2

create_clock -name clk0 -period $clk_period [get_ports {clk}]

set non_clock_inputs [all_inputs -no_clocks]
set_input_delay [expr $clk_period * $clk_io_pct] -clock clk0 $non_clock_inputs
set_output_delay [expr $clk_period * $clk_io_pct] -clock clk0 [all_outputs]
```
**flow/design.v**
```verilog
`timescale 1ns / 1ps
module uart_tx
#(parameter clk_per_bit = 217)(
    input [7:0] databus,
    input valid,
    input clk,
    output reg outSerial
    );
	parameter  IDLE = 2'b00, START_BIT = 2'b01, DATA_BIT =  2'b10, STOP_BIT = 2'b11;
	reg[7:0] clk_count;
	reg[2:0] index;
	reg[1:0] next_state;
	always@(posedge clk)
	begin
	case(next_state)
	IDLE:
	begin
	clk_count <= 8'b0;
	index <= 3'b0;
	next_state = valid ? START_BIT : IDLE;
	end
	START_BIT:
	begin
	outSerial <= 1'b0;
	if(clk_count < (clk_per_bit-1))
	begin
	clk_count <= clk_count + 1'b1;
	next_state <= START_BIT;
	end
	else
	begin
	clk_count <= 8'b0;
	next_state <= DATA_BIT;
	end
	end
	DATA_BIT:
	begin
	outSerial <= databus[index];
	if(clk_count < (clk_per_bit-1))
	begin
	clk_count <= clk_count + 1'b1;
	next_state <= DATA_BIT;
	end
	else
	begin
	clk_count <= 8'b0;
	if(index<3'b111)
	begin
	index <= index + 1'b1;
	next_state <= DATA_BIT;
	end
	else
	begin
	index <= 3'b0;
	clk_count <= 8'b0;
	next_state <= STOP_BIT;
	end
	end
	end
	STOP_BIT:
	begin
	outSerial <= 1'b1;
	if(clk_count < (clk_per_bit-1))
	begin
	clk_count <= clk_count + 1'b1;
	next_state <= STOP_BIT;
	end
	else
	begin
	next_state <= IDLE;
	end
	end
	endcase
	end
endmodule
```
==> results.ini <==
[clock_network]
post-cts-setup-buffers=0
cts_resized=0
clockRootBuffer=clkbuf_8
path_clk_slew_ns=0.06
cts_made_buffers=3
clock.latency.late_pin_ns=0.24
cts_max_level=1
clkSinkCount=14
hold_buffers=0
cts_tree=done
clock_path_buffers=2

[cells_and_area]
n_fill_cell=768
syn2layout_area_growth_pct=29.45
final_core_util_pct=16.50
drive_above_1_share_pct=11.96

[worst_setup_path]
rr_worst_depth=4
critPathKind=reg2reg
slowest_delay_ns=0.45
worstPathCellList=inv_1, ha_1, inv_1, o21ai_0
crit_top_cell=inv_1
required_ns=2.59
startpoint_type=flip-flop
reg2reg_slack_ns=0.92
path_max_fanout=12
endpoint_kind=flip-flop
arrival_ns=1.66
crit_slowest_cell=ha_1

[logic_synthesis]
synth_seq_share_pct=45.98
edf_count=12
synthTopCellsByArea=edfxtp_1, ha_1, a211oi_1
ys.flops=14
synth.distinct_cells=34
synthCells=80
synthMostInstantiatedCell=edfxtp_1
synth.avg_cell_area_sq_um=10.89
top_area_share_pct=41.38
ff_type=edfxtp_1
netlist_area_sq_um=870.8
yosysWarnings=1
ys_area_sq_um=870.8
yosys_cells=80
synthTopCellsByCount=edfxtp_1, nand2_1, a211oi_1, ha_1, inv_1
top_area_cell=edfxtp_1
synth-async-reset-ratio_pct=0

[detailed_routing]
drc=0
viasPerCell=3.431
dr.pass1.iters=4
routed_wl_um=1681
drtIter0Drc=14
vias=645
ant_nets=0
wl_per_cell_um=8.941
diodes=0

[timing]
hold_viol_final=0
finClkSkew_ns=0.001080
setup_tns_ns=0
slew_headroom_pct=59.21
fin_crit_sh_pct=65.81
worst_slew_pin_slew_ns=0.6077
fmax_mhz=562.8
finalSetupViolCount=0
slew_violations=0
rsz0062_at_grt=false
finalCriticalPeriod_ns=1.777

[power]
p_leak_nw=0.3567
power_density_nw_per_um2=611.1
vdd.ir_drop.worst_v=0.0001556

[die]
initial_core_util_pct=12.75
die_h_um=104
die_w_um=104
die-area_sq_um=10820
pin_count=11
core_area_sq_um=6832
rows=30

[global_route]
grt_pass1_vias=647
grt_antenna_before_repair=0
grt_overflow=0
grt_start_max_net_pins=13
grt_util_all_layers_pct=3.148
grt_pass1_wl_um=2980

[run]
log.warning_count=28
max_cap_viol_count=0

[status]
status=completed

[placed_design]
detailed_place_hpwl_um=1230
io_buffers=10
place_congestion=0.7540

[hold_path]
holdPathStages=1
min_path_type=reg2reg

==> path summary, 6_finish.rpt <==
kind                 startpoint           end
setup / recovery  next_state[0]      index[2]
hold / removal     clk_count[0]  clk_count[0]
setup reg to reg  next_state[0]      index[2]
hold reg to reg    clk_count[0]  clk_count[0]
==> flip-flops by register name (all words and copies together) (netlist names) <==
name,flops
next_state,2
clk_count,8
outSerial,1
index,3
==> layer usage <==
metal | global-route usage, % | wire (um)
met2 | 4.189 | 677
met5 | 0 | 0
met3 | 0.6892 | 44
met4 | 0.1988 | 0
met1 | 5.170 | 960
==> stage by stage <==
step	instance area [sq um]	power, mW	hold WS [ns]	std cells	worst slack [ns]
final	1127	0.6889	0.6354	188	0.9231
after global routing	1127	0.7470	0.6637	188	0.7498
after CTS	1127	0.6981	0.6403	188	0.9304
after detailed placement	1082	0.5198	0.6250	184	0.7847
after global placement	1082	0.5220	0.6166	184	0.7818
after floorplan	870.8	0.4608	0.5923	80	1.241
==> where the power goes <==
part | total (mW) | switching (mW) | internal [mW]
Combinational | 0.185 | 0.0993 | 0.0858
Sequential | 0.334 | 0.0510 | 0.283
Clock | 0.170 | 0.0693 | 0.100
Total | 0.689 | 0.220 | 0.469
==> cell type report <==
class | count | area (sq um) | share of cell area (%)
sequential | 14 | 400.4 | 35.52
timing repair buffer | 10 | 100.1 | 8.879
inverter | 6 | 22.52 | 1.998
multi-input combinational | 58 | 439.2 | 38.96
clock buffer | 3 | 41.29 | 3.663
clock inverter | 1 | 3.754 | 0.3330
tap | 96 | 120.1 | 10.65
==> critical path, delay by kind of cell (launching register included) <==
kind	cells	cell delay, ns
buf+inv	2	0.22
flops	1	0.34
fa+ha+maj	1	0.45
compound gates	1	0.43
==> cell usage in the layout (no fill, tap or decap), types with 2 or more instances in the layout <==
cell type / count
edfxtp_1: 12
clkdlybuf4s50_1: 10
nand2_1: 7
a211oi_1: 6
ha_1: 6
inv_1: 5
o21ai_0: 4
nand3_1: 4
o31ai_1: 3
clkbuf_8: 3
clkinv_1: 2
a21oi_1: 2
mux2_2: 2
a31oi_1: 2
xor2_1: 2
or3_1: 2
a221oi_1: 2
dfxtp_1: 2
==> cell families (layout without fill, tap and decap cells) <==
kind of cell / count (synthesis) / count (layout) / share of synthesized area, %
and+or+nand+nor: 23 / 23 / 14.95
buffers and inverters: 8 / 20 / 3.591
DFF: 14 / 14 / 45.98
muxes: 3 / 3 / 5.172
xor gates and xnor gates: 3 / 3 / 3.018
AOI/OAI and AO/OA: 23 / 23 / 18.68
adders and majority gates: 6 / 6 / 8.620
No activity file was given, so power comes from the tool's default toggle rates.
